## design/flow/design.v

```verilog
module Memory
  ( 
  input clk,
  input [63 : 0] DataIn,
  input [63 : 0] Address,
  input memRead,
  input memWr,
  output [63 : 0] DataOut
  );
     reg [63 : 0] Memory [0 : 255];
  assign DataOut = memRead ? Memory[Address] : {64{1'bz}}; 
  always @(posedge clk) begin
      if(memWr)
      Memory[Address] <= DataIn;  
  end
endmodule     
```

## design/flow/run.sh

```bash
#!/bin/bash
# OpenROAD 26Q1-2900-gdf79404cd8, Yosys 0.63+post, stock flow scripts
make -C /OpenROAD-flow-scripts/flow DESIGN_CONFIG=/design/flow/config.mk WORK_HOME=/design/flow/orfs finish
```

## design/flow/config.mk

```make
export PLATFORM = sky130hd
export DESIGN_NAME = Memory
export DESIGN_NICKNAME = Memory
export VERILOG_FILES = /design/flow/design.v
export SDC_FILE = /design/flow/constraint.sdc
export NUM_CORES = 4
export LEC_CHECK = 1
export CORE_UTILIZATION = 50
export SYNTH_MEMORY_MAX_BITS = 65536
```

## design/flow/constraint.sdc

```tcl
current_design Memory

set clk_period 90.6
set clk_io_pct 0.2

create_clock -name clk0 -period $clk_period [get_ports {clk}]

set non_clock_inputs [all_inputs -no_clocks]
set_input_delay [expr $clk_period * $clk_io_pct] -clock clk0 $non_clock_inputs
set_output_delay [expr $clk_period * $clk_io_pct] -clock clk0 [all_outputs]
```

==> flow_results.xml <==
<?xml version="1.0" encoding="UTF-8"?>
<metrics>
  <group name="synthesis">
    <metric name="ys.flop_type" unit="">sky130_fd_sc_hd__edfxtp_1</metric>
    <metric name="syn-instance-count" unit="">25750</metric>
    <metric name="synth.yosys.num_cells" unit="">25750</metric>
    <metric name="synth_sequential_area_ratio" unit="%">79.96</metric>
    <metric name="yosys.stat.chipArea" unit="µm²">615300</metric>
    <metric name="library_cell_occupying_the_most_area_in_the_post_synthesis_netlist" unit="">sky130_fd_sc_hd__edfxtp_1</metric>
    <metric name="yosys_register_bits" unit="">16380</metric>
    <metric name="syn-mean-instance-area" unit="µm²">23.90</metric>
    <metric name="enable_flop_cells" unit="">16380</metric>
    <metric name="synth-warning-count" unit="">2</metric>
    <metric name="ys_top_cells_by_area" unit="">sky130_fd_sc_hd__edfxtp_1 (80%), sky130_fd_sc_hd__mux4_2 (15%), sky130_fd_sc_hd__a22oi_1 (2.5%)</metric>
    <metric name="synth_area" unit="µm²">615300</metric>
    <metric name="asyncSetResetFlopFracSynth" unit="%">0</metric>
    <metric name="yosysTopAreaCellShare" unit="%">79.96</metric>
    <metric name="yosysUniqueCellTypes" unit="">22</metric>
  </group>
  <group name="placement">
    <metric name="place_congestion" unit="">0.9112</metric>
    <metric name="placement.io_buffers" unit="">137</metric>
    <metric name="cells_after_dpl" unit="">42380</metric>
    <metric name="dp.final_hpwl" unit="µm">1034000</metric>
  </group>
  <group name="cts">
    <metric name="clockRootBuffer" unit="">sky130_fd_sc_hd__clkbuf_16</metric>
    <metric name="cts_hold_buf" unit="">0</metric>
    <metric name="cts_buffer_depth" unit="">6</metric>
    <metric name="clock_tree_from_tritoncts" unit="">built</metric>
    <metric name="post_cts_resize_count" unit="">0</metric>
    <metric name="postCtsSetupBuffers" unit="">0</metric>
    <metric name="clk_pin_slew_worst_paths" unit="ns">0.06</metric>
    <metric name="tritoncts.num_buffers" unit="">1695</metric>
    <metric name="htreeDepth" unit="">7</metric>
    <metric name="cts.sink_count" unit="">16380</metric>
  </group>
  <group name="timing">
    <metric name="fin_tns_setup" unit="ns">0</metric>
    <metric name="timing.fmax" unit="MHz">22.04</metric>
    <metric name="final_period_minus_worst_setup_slack" unit="ns">45.36</metric>
    <metric name="final-max-slew-violation-count" unit="">0</metric>
    <metric name="final-hold-violation-count" unit="">0</metric>
    <metric name="setup_viol" unit="">0</metric>
    <metric name="slew_headroom" unit="%">11.77</metric>
    <metric name="rsz_0062_raised_after_global_routing" unit="">false</metric>
    <metric name="post-route-period-util" unit="%">50.07</metric>
    <metric name="timing_worst_slew_pin_value" unit="ns">1.309</metric>
  </group>
  <group name="grt">
    <metric name="groute.usage.overall" unit="%">32.41</metric>
    <metric name="overflow" unit="">0</metric>
    <metric name="grt_start_max_net_pins" unit="">113</metric>
    <metric name="grt_pass1_wl" unit="µm">2437000</metric>
    <metric name="initial_antenna_violation_count" unit="">90</metric>
    <metric name="via_count_of_the_first_global_routing_pass" unit="">323800</metric>
  </group>
  <group name="floorplanning">
    <metric name="die-width" unit="µm">1111</metric>
    <metric name="dieArea" unit="µm²">1235000</metric>
    <metric name="ioPinCount" unit="">195</metric>
    <metric name="core_area" unit="µm²">1227000</metric>
    <metric name="floorplan.die.height" unit="µm">1111</metric>
    <metric name="fp_util" unit="%">50.13</metric>
    <metric name="number_of_standard_cell_rows_in_the_floorplan" unit="">407</metric>
  </group>
  <group name="power_and_ir_drop">
    <metric name="power_leakage" unit="nW">215.5</metric>
    <metric name="vdd_ir_drop_max" unit="V">0.00001670</metric>
    <metric name="power.density" unit="nW/µm²">22.46</metric>
  </group>
  <group name="layout">
    <metric name="syn_to_final_growth" unit="%">13.98</metric>
    <metric name="registers.top_by_ff_count" unit="">Memory</metric>
    <metric name="final_cell_count_no_fill" unit="">45540</metric>
    <metric name="largest_register_ff_count" unit="">16380</metric>
    <metric name="largestRegisters" unit="">Memory x16384</metric>
    <metric name="final_layout_size_suffix_gt1_share" unit="%">29.73</metric>
  </group>
  <group name="worst_setup_path">
    <metric name="startpoint" unit="">Address[1]</metric>
    <metric name="critPathMaxStageDelay" unit="ns">0.73</metric>
    <metric name="worst_path_max_delay_cell" unit="">sky130_fd_sc_hd__buf_4</metric>
    <metric name="critPathMostFrequentCell" unit="">sky130_fd_sc_hd__buf_4</metric>
    <metric name="worst-endpoint-required" unit="ns">72.48</metric>
    <metric name="critPathArrivalTime" unit="ns">27.24</metric>
    <metric name="critical_path.max_fanout" unit="">91</metric>
    <metric name="cp-start-kind" unit="">primary input</metric>
    <metric name="worstPathCellList" unit="">buf_16 &gt; buf_12 &gt; buf_4 &gt; buf_4 &gt; buf_4 &gt; buf_4 &gt; buf_4 &gt; buf_4 &gt; buf_4 &gt; buf_4 &gt; mux4_2 &gt; a22oi_1 &gt; a21oi_1 &gt; o41ai_4 &gt; buf_4 &gt; nand4_1 &gt; clkdlybuf4s50_1</metric>
    <metric name="critPathCaptureType" unit="">output port</metric>
    <metric name="critPathKind" unit="">primary input to output port</metric>
  </group>
  <group name="hold_path">
    <metric name="worst_hold_path_type" unit="">primary input to flop</metric>
    <metric name="worst_hold_startpoint" unit="">DataIn[46]</metric>
  </group>
  <group name="route">
    <metric name="detail_route.wl_per_cell" unit="µm">38.37</metric>
    <metric name="postRouteWirelength" unit="µm">1747000</metric>
    <metric name="detailedRoute.firstIterationViolations" unit="">19880</metric>
    <metric name="routed_via_density" unit="">6.375</metric>
    <metric name="detailroute.via_count" unit="">290300</metric>
    <metric name="drt_pass1_iterations" unit="">5</metric>
    <metric name="route.antenna.remaining_nets" unit="">0</metric>
    <metric name="drc_errors" unit="">0</metric>
  </group>
  <group name="run">
    <metric name="tool_warnings" unit="">105</metric>
    <metric name="maxCapViolations" unit="">0</metric>
  </group>
  <group name="run_status">
    <metric name="status" unit="">finished, final reports clean</metric>
  </group>
</metrics>
-- placed cells by master (no fill, tap or decap), types with 11 or more instances in the layout --
master	count
sky130_fd_sc_hd__edfxtp_1	16380
sky130_fd_sc_hd__mux4_2	4096
sky130_fd_sc_hd__a22oi_1	2048
sky130_fd_sc_hd__clkbuf_16	1711
sky130_fd_sc_hd__buf_4	1636
sky130_fd_sc_hd__a21oi_1	1023
sky130_fd_sc_hd__clkinv_1	403
sky130_fd_sc_hd__clkinv_2	321
sky130_fd_sc_hd__clkbuf_1	309
sky130_fd_sc_hd__nor2_4	228
sky130_fd_sc_hd__diode_2	176
sky130_fd_sc_hd__o41ai_2	168
sky130_fd_sc_hd__bufinv_16	147
sky130_fd_sc_hd__clkdlybuf4s50_1	71
sky130_fd_sc_hd__buf_8	65
sky130_fd_sc_hd__nand4_1	64
sky130_fd_sc_hd__buf_12	55
sky130_fd_sc_hd__o41ai_1	45
sky130_fd_sc_hd__o41ai_4	43
sky130_fd_sc_hd__clkinvlp_4	35
sky130_fd_sc_hd__nor3_2	30
sky130_fd_sc_hd__inv_6	17
sky130_fd_sc_hd__nand2_1	15
sky130_fd_sc_hd__clkinv_8	15
sky130_fd_sc_hd__nand2_2	12
sky130_fd_sc_hd__clkinv_4	11
-- final timing paths --
path	cells after the start	slack, ns	endpoint
worst max-delay path	17	45.24	DataOut[39]
worst min-delay path	1	17.10	Memory[228][46]
-- logic make-up after synthesis --
group                  after synthesis  share of synthesized area, %
flip-flops                       16380                         79.96
multiplexers                      4096                         14.99
AND/OR/NAND/NOR                    386                        0.2780
AND-OR/OR-AND                     3328                         3.696
buffers and inverters             1551                         1.070
-- worst max-delay path, delay by kind of cell --
| family | cells | cell delay (ns) |
|---|---|---|
| AOI/OAI and AO/OA | 3 | 0.85 |
| buffers and inverters | 12 | 6.77 |
| muxes | 1 | 0.39 |
| and+or+nand+nor | 1 | 0.73 |
-- metrics by stage --
stage                     worst slack (ns)  cell area (µm²)  util [%]  power [mW]  hold slack (ns)
after floorplan                      52.41           615300         -       8.869            18.22
after global placement               45.14           648300     52.83       9.241            18.40
after detailed placement             45.14           648400     52.83       9.251            18.40
after CTS                            45.15           700900     57.11       15.84            16.99
after global routing                 44.93           701200     57.13       16.17            17.05
final                                45.24           701300     57.14       15.75            17.10
-- routing by layer --
metal  track usage, %  part of all wire (%)
met1            36.33                    27
met2            43.38                    45
met3            31.59                    23
met4            10.53                   4.4
met5            6.361                  0.55
-- cell type report --
type	instances	area (µm²)
Timing Repair Buffer	1829	15120
Clock buffer	2020	43980
Antenna cell	176	440.4
Tap cell	16360	20470
Inverter	1	3.754
Sequential cell	16380	492000
Multi-Input combinational cell	7810	120800
Fill cell	86030	525900
Clock inverter	960	8498
-- cell usage after synthesis (all sizes together), types with 2 or more instances --
cell,n
and2,3
nor2,232
a22oi,2048
buf,593
nor3,30
nand2,28
a21oi,1024
edfxtp,16380
clkbuf,957
nand4,64
or2,2
nor2b,7
nand2b,6
mux4,4096
o41ai,256
nand3,13
-- where the power goes --
group	total, mW	switching (mW)	internal, mW
registers	8.36	0.00330	8.36
clock network	6.66	2.81	3.85
logic	0.735	0.491	0.244
Power figures rest on the tool's default switching activity, not on a simulated workload.
