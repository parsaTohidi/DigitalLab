### /design/flow/run.sh
#!/bin/bash
# OpenROAD 26Q1-2900-gdf79404cd8, Yosys 0.63+post, stock flow scripts
make -C /OpenROAD-flow-scripts/flow DESIGN_CONFIG=/design/flow/config.mk WORK_HOME=/design/flow/orfs finish
### /design/flow/config.mk
export PLATFORM = sky130hd
export DESIGN_NAME = RegisterBank
export DESIGN_NICKNAME = RegisterBank
export VERILOG_FILES = /design/flow/design.v
export SDC_FILE = /design/flow/constraint.sdc
export NUM_CORES = 4
export LEC_CHECK = 1
export CORE_UTILIZATION = 30
### /design/flow/constraint.sdc
current_design RegisterBank

set clk_period 10.6
set clk_io_pct 0.2

create_clock -name clk0 -period $clk_period [get_ports {clk}]

set non_clock_inputs [all_inputs -no_clocks]
set_input_delay [expr $clk_period * $clk_io_pct] -clock clk0 $non_clock_inputs
set_output_delay [expr $clk_period * $clk_io_pct] -clock clk0 [all_outputs]
### /design/flow/design.v
module RegisterBank
	#(
    parameter delay = 100
	  )
	(clk,
	regWrite,
	readReg1,readReg2,writeReg,
	writeData,
	RegData1,RegData2
);
	input regWrite,clk;
	input[4:0] readReg1,readReg2,writeReg;
	input[63:0] writeData;
	output[63:0] RegData1,RegData2;
	reg[63:0]registersArray[31:0];
	always @(posedge clk)
	begin
		RegData1 <= registersArray[readReg1];
		RegData2 <= registersArray[readReg2];
	end
	always @(posedge clk)
	begin
		if(regWrite)
		     begin
		 registersArray[writeReg] <= writeData;
		     end
	end
endmodule
==> GITHUB_STEP_SUMMARY <==
## Implementation flow summary

| Metric | Value |
|---|---|
| Root buffer cell | clkbuf_16 |
| Vias/cell | 5.449 |
| Worst R2R Path Depth | 5 |
| Seq pwr share | just under 50% |
| Sw power | 4446 uW |
| Yosys Warn Count | 3 |
| Largest net degree at the start of global routing | ~95 |
| IO Port Bufs | between 200 and 250 |
| Clock share of power | roughly 43% |
| Critical Path Fanout Max | 60 |
| P_leak | between 0.03 and 0.04 uW |
| Worst-path clk slew | 0.06 ns |
| Largest cells by area | edfxtp_1 (64%), mux4_2 (24%), mux2i_1 (3.7%), dfxtp_1 (2.7%), a221oi_1 (0.84%) |
| Ys flop type | edfxtp_1 |
| Worst Clk Skew | ~0.047 ns |
| Worst path arrival time | around 6 ns |
| Final setup margin | 5.530 ns |
| Yosys Instances | 4441 |
| Fraction of registers with async set/reset | 0% |
| RSZ-0062 raised after global routing | no |
| IO Count | 209 |
| Fill count | ~29000 |
| Simple Share, Synth | less than 1% |
| Ys flops | 2176 |
| Fin. Hold Viols | 0 |
| Die Width | 569.6 um |
| Register Area | between 60000 and 70000 um^2 |
| Slew Viols, Final | 0 |
| Worst-margin pin slew | 1.112 ns |
| Post-synth EDFFs | between 2000 and 2500 |
| Combinational fraction of design power | under 10% |
| Synth Area in Adders | 0% |
| Core area | between 300000 and 400000 um^2 |
| Drt pass-1 iters | 7 |
| # rows | ~210 |
| CP max stage cell | a221oi_1 |
| First-pass GRT wire length | approximately 430000 um |
| CP delay by family, top | buffers and inverters |
| Clk sinks | ~2200 |
| Tcrit/Tclk final | 47.83% |
| Min-delay worst type | reg2reg |
| F_max | a little under 0.2 GHz |
| Layout cells sized above 1 | a little over a third |
| Worst path most repeated cell | buf_4 |
| Final setup TNS | 0 ns |
| Worst Setup Start Kind | input port |
| Multiplexer share | 28.61% |
| Die Y | roughly 570 um |
| Post-cts resize count | 0 |
| Pwr/cell area | roughly 170 nW/um^2 |
| Vias in the first global route | around 58000 |
| FF-to-FF End | RegData2[55]$_DFF_P_ |
| Worst path required time | approximately 11 ns |
| Placer Congestion | 0.8624 |
| Hold-fix buffers, CTS | 0 |
| TritonCTS clock tree | done |
| H-tree depth | 4 |
| Synth Seq Share | 66.27% |
| Comb area leader | multiplexers |
| Max-cap violations | 0 |
| Clk latency late pin | ~0.91 ns |
| Peak VDD IR | ~0.16 mV |
| R2R Setup Slk | between 8 and 9 ns |
| Gr ovfl total | 0 |
| Placement Setup Slack | 4.535 ns |
| Mean Syn Cell Area | roughly 22 um^2 |
| Crit. End Element | flip-flop |
| DR WL/cell | about 32 um |
| Crit path kind | in2reg |
| Antenna violations before repair | 13 |
| Synth Instances | between 4000 and 5000 |
| Log Warnings | 26 |
| CTS Buf Count | ~240 |
| Synth area leader | edfxtp_1 |
| Area growth, synth to finish | 16.75% |
| Min Tclk post-route | a little over 5 ns |
| Int Pwr | 15260 uW |
| Critical path cell sequence | buf_8, buf_4, buf_4, buf_4, mux4_2, mux2i_1, a221oi_1, buf_4 |
| Buffers plus inverters on the worst setup path | 5 |
| Via count | between 50000 and 60000 |
| Synth Cell Area | a little under 100000 um^2 |
| Final ANT Viol Nets | 0 |
| Worst hold endpoint | RegData1[62]$_DFF_P_ |
| Logic area | between 30000 and 40000 um^2 |
| Status | finished, final reports clean |
| Routed wire length | 299700 um |
| Post-CTS repair timing setup buffer count | 0 |
| Hpwl dp | approximately 170000 um |
| Unique cell types | 39 |
| Starting DRC count in detailed routing | between 3000 and 4000 |
| Area leader share | a little under two thirds |
| Max_slew headroom | approximately 26% |
| Aoi share | about 2.4% |
| CP peak stage delay | 0.83 ns |
| WHS | slightly below 0.9 ns |
| CTS max path bufs | 4 |
| FF-to-FF Start | registersArray[0][55]$_DFFE_PP_ |
| Die area | roughly 320000 um^2 |
| All-Layer GR Usage | around 20% |
| Net Sw Frac | 22.56% |
| Hold Crit Start | registersArray[12][62]$_DFFE_PP_ |
| YS chip area | 96660 um^2 |
| Final setup vio count | 0 |
| Worst hold stages | 3 |
| Init Core Util | a little under a third |
| DRC Markers | 0 |
| Xor/xnor share | 0% |
-- per-layer routing --
metal | share of wire [%] | up-vias | global-route usage, %
li1 | - | 20350 | -
met1 | 29 | 25790 | 20.00
met2 | 47 | 4000 | 29.92
met3 | 20 | 576 | 17.71
met4 | 3.7 | 35 | 5.829
met5 | 0.29 | - | 2.558
-- layout make-up --
cell class / instances / share of cell area [%]
Clock buffer: 299 / 5.660
Sequential cell: 2176 / 56.77
Multi-Input combinational cell: 1917 / 27.56
Tap cell: 4305 / 4.773
Clock inverter: 140 / 1.420
Timing Repair Buffer: 466 / 3.792
Inverter: 1 / 0.009978
Antenna cell: 10 / 0.02217
-- flip-flops by register name, indices dropped and copies added (netlist names) --
signal and count:
registersArray 2048, RegData1 64, RegData2 64
-- synthesized netlist by cell type, types with 5 or more instances --
library cell  instances
a211oi_1              6
a221oi_1             93
a22o_1               33
a22oi_1              18
a32o_1               38
buf_1                41
buf_2               129
buf_4                75
buf_6                10
clkbuf_1             92
dfxtp_1             128
edfxtp_1           2048
mux2_2               56
mux2i_1             362
mux4_2             1039
nand2_1              87
nand3b_1              5
nor2_1               46
nor2b_1              19
o21a_1               22
o22ai_1              38
-- metrics by stage --
step | utilization (%) | power, uW | cells | area [um^2]
2_1_floorplan | - | 10680 | 4441 | 96660
3_3_place_gp | 32.67 | 11420 | 8865 | 104800
3_5_place_dp | 32.67 | 11420 | 8865 | 104800
4_1_cts | 35.16 | 19900 | 9304 | 112800
5_1_grt | 35.17 | 20310 | 9312 | 112800
6_report | 35.17 | 19710 | 9314 | 112900
-- cell families (layout without fill, tap and decap cells) --
kind of cell | after synthesis | after routing
flops | 2176 | 2176
mux | 1457 | 1457
buf+inv | 348 | 906
compound gates | 276 | 276
simple gates | 184 | 184
other cells | 0 | 10
-- tightest hold or removal path, cell delays in order, from the launching register on --
cell and delay, ns:
edfxtp_1 0.34, mux4_2 0.24, a211oi_1 0.06, nor3_1 0.16
-- how the worst max path moves through the flow --
stage	from	end	slack, ns	depth (start not counted)
after CTS	readReg2[1]	RegData2[24]$_DFF_P_	5.51	8
after global routing	readReg2[0]	RegData2[3]$_DFF_P_	5.50	8
final	readReg2[1]	RegData2[24]$_DFF_P_	5.53	8
-- power by group through the flow --
stage	Sequential [uW]	Clock [uW]	Combinational, uW
global route	9670	8960	1680
CTS	9660	8650	1590
finish	9650	8490	1570
-- placed cells by master, fill, tap and decap left out, drive strengths merged, types with 16 or more instances in the layout --
cell type	count
a221oi	93
a22o	33
a22oi	18
a32o	38
buf	267
bufinv	29
clkbuf	300
clkdlybuf4s50	198
clkinv	85
clkinvlp	16
dfxtp	128
edfxtp	2048
mux2	56
mux2i	362
mux4	1039
nand2	87
nor2	46
nor2b	19
o21a	22
o22ai	38
Power is estimated from default activity; no workload was simulated.
