File: /design/flow/run.sh
#!/bin/bash
# OpenROAD 26Q1-2900-gdf79404cd8, Yosys 0.63+post, stock flow scripts
make -C /OpenROAD-flow-scripts/flow DESIGN_CONFIG=/design/flow/config.mk WORK_HOME=/design/flow/orfs finish
File: /design/flow/config.mk
export PLATFORM = sky130hd
export DESIGN_NAME = pc
export DESIGN_NICKNAME = pc
export VERILOG_FILES = /design/flow/design.v
export SDC_FILE = /design/flow/constraint.sdc
export NUM_CORES = 4
export LEC_CHECK = 1
export CORE_UTILIZATION = 30
File: /design/flow/constraint.sdc
current_design pc

set clk_period 1.0
set clk_io_pct 0.2

create_clock -name clk0 -period $clk_period [get_ports {clk}]

set non_clock_inputs [all_inputs -no_clocks]
set_input_delay [expr $clk_period * $clk_io_pct] -clock clk0 $non_clock_inputs
set_output_delay [expr $clk_period * $clk_io_pct] -clock clk0 [all_outputs]
File: /design/flow/design.v
module pc(clk, rst, w, oldpc, newpc);
input clk;
parameter delay = 100;
input rst;
input w;
input [63:0] newpc;
output reg [63:0] oldpc;
always@(posedge clk)
begin
	if(rst)
	begin
		oldpc = 0;
	end
	else if(w==1&& rst==0)
	begin
		oldpc = newpc;
	end 
end
endmodule
==> run summary <==
The synthesis and place-and-route flow finished, so here is a summary.

On the critical path, the stage with the largest delay is an instance of sky130_fd_sc_hd__dfxtp_2. Cells fill 49.84% of the core in the end. The initial standard-cell utilization of the core came out at 31.25%.

The number of distinct library cells after synthesis came out at 7. The number of synthesized register bits is 64. The reported max-cap violation count is 0. The worst setup path is launched from a flip-flop.

The clock passes through at most 2 buffers. The via count of the first global-routing pass is approximately 1700. The average vias per placed instance is 4.164.

The clock net sink count is 64. The worst hold slack came out at 0.2976 ns. The overall power came out at 5.795 mW. The report lists the number of standard-cell rows as 31. The gate count of the mapped netlist came out at 206. Entering global routing, the biggest net connects 33 pins. In the placement report, post-DP HPWL is listed as roughly 3700 um.

The routed design has 5423 um of wire. The detailed-route DRC error count came out at 0. The worst setup path is captured at a primary output. In this run the horizontal extent of the chip is around 89 um. The aggregate global routing overflow came out at 0. The endpoint required time on the critical path came out at 0.80 ns. For the pin with the worst max-slew slack, the measured transition is 0.1532 ns. The area growth from synthesis to layout came out at 59.48%. The initial antenna violation count came out at 0. The commonest register cell is sky130_fd_sc_hd__dfxtp_1. The final layout reports a setup TNS of 0 ns. The clock tree from TritonCTS is yes. The delay of the slowest critical-path stage came out at ~0.32 ns. The minimum setup slack in the final design is 0.03412 ns. Setup repair after global routing could not meet its margin everywhere. The number of warning messages in the logs is 26.

For this run, the number of Yosys warnings is 1. By count the netlist is led by 64 x sky130_fd_sc_hd__dfxtp_1, 64 x sky130_fd_sc_hd__mux2i_1, 64 x sky130_fd_sc_hd__nor2_1, 6 x sky130_fd_sc_hd__buf_1, 6 x sky130_fd_sc_hd__buf_8. The switching portion of total power comes to 22.04%. The worst clock skew on the final layout is 0 ns. In this run, flip-flops and latches consume 48.2% of the power.

The number of I/O pins is about 130. The pre-CTS setup slack is -0.003702 ns. The arrival time at the worst endpoint is 0.77 ns. After routing the design area is 3654 um2.

The area of the core is 7331 um2. The minimum clock period after layout is around 0.97 ns. The critical path in this run is classified as flip-flop to primary output. For this design, the CTS-stage hold fixing added 0 buffers. The cell count listed in synth_stat.txt came out at 206.

The overall track demand over capacity in global routing came out at 13.56%. The tally of nets with antenna violations remaining after routing is 0. Dividing the synthesized area by the synthesized cell count gives 11.12 um2. The tally of non-filler cells in the final layout is 444. Looking at area per cell type in the netlist, the leader is sky130_fd_sc_hd__dfxtp_1. The count of buffers inserted at the top-level ports came out at 130.

Pins over their slew limit in the final report were tallied at 0. The mapped cell area came out at 2291 um2. The standby leakage power is approximately 1.8 nW. The final timing report counts setup violations totalling 0. The share of total power dissipated in the clock network is 38.7%.

The maximum fanout encountered on the critical timing path came out at 2. Yosys attributes the largest share of cell area to sky130_fd_sc_hd__dfxtp_1 56%, sky130_fd_sc_hd__mux2i_1 28%, sky130_fd_sc_hd__nor2_1 10%. The sequential element share of the synthesized area came out at 55.93%. The chip height came out at 89.39 um.

In this run the cell area measured after placement is about 3700 um2. According to the hold report, the worst path is of the primary input to flip-flop type. The switching power summed over all nets came out at between 1 and 1.5 mW. The total via count in the routed design came out at ~1800.

The highest attainable clock frequency is 1035 MHz. The hold violation total from the final report came out at 0. The share of the clock period used by the worst path came out at between 90% and 100%. The kind of cell with the highest combined delay on the critical path is flip-flops. The register with the most flip-flops in the layout has approximately 64 of them.

The first-pass detailed-route iteration total is 4. The number of levels in the clock H-tree came out at 3. The number of DRC markers in iteration 0 is 30. Checking max transition, the worst relative margin is 89.50%. The placed cell count is roughly 430. According to the Yosys statistics, the synthesized design has a chip area of 2291 um2.

The clock latency at the later pin of the worst-skew pair is 0.33 ns. In the final routed layout, each cell accounts on average for 12.21 um. The share of cells above drive strength 1 is 43.77%. The clock buffer count from CTS is 9. The fill cell instance count of the final layout came out at 689. Per the summary, power density relative to cell area is 1586 nW/um2. The die area came out at 7990 um2. Traced cell by cell, the critical path runs through buf_2. Post-CTS repair changed the size of 257 cells. The worst vdd rail ir drop came out at 950.2 uV. The internal power component came out at 4.518 mW. On the worst setup and hold paths after CTS, the clock-pin slew comes to about 0.07 ns. The wire length of the first global-routing pass came out at 8190 um. The buffers inserted during post-CTS setup optimization came out at 0. After synthesis, the largest area contributor takes up 55.93% of total cell area. The tree is rooted in a sky130_fd_sc_hd__clkbuf_8.

The proportion of register bits with asynchronous set or reset after synthesis is 0%. The power share of the combinational group came out at 13.0%. The count of flip-flops with a built-in enable after synthesis is 0. Together, buffers and inverters on the worst path number 1. The antenna diode count is 0.

The weighted congestion at the end of routability-driven global placement came out at just over 0.7. The run finished with clean final reports.
-- path summary, 6_finish.rpt --
| kind | start | to | slack [ns] | cells past startpoint |
|---|---|---|---|---|
| worst max-delay path | oldpc[49]$_SDFFE_PP0P_ | oldpc[49] | 0.03 | 1 |
| worst min-delay path | rst | oldpc[4]$_SDFFE_PP0P_ | 0.30 | 3 |
| worst max register to register | oldpc[22]$_SDFFE_PP0P_ | oldpc[22]$_SDFFE_PP0P_ | 0.37 | 2 |
| worst min register to register | oldpc[38]$_SDFFE_PP0P_ | oldpc[38]$_SDFFE_PP0P_ | 0.48 | 2 |
-- kinds of logic after synthesis --
kind of cell,count (synthesis),share of synthesized area [%]
buffers and inverters,14,5.625
flip-flops,64,55.93
multiplexers,64,27.96
AND/OR/NAND/NOR,64,10.49
-- power groups by stage --
stage	combinational, mW	sequential, mW	clock [mW]
finish	0.756	2.80	2.24
global route	0.841	2.81	2.44
CTS	0.771	2.80	2.33
-- layout make-up --
class	count	area, um2	area share [%]
Sequential cell	64	1361	37.26
Timing Repair Buffer	137	1089	29.79
Multi-Input combinational cell	128	880.8	24.11
Clock buffer	13	158.9	4.349
Tap cell	99	123.9	3.390
Clock inverter	3	40.04	1.096
-- per-layer routing --
| metal | up-vias | part of all wire [%] | GRT usage, % | routed length, um |
|---|---|---|---|---|
| met5 | - | 0 | 0 | 0 |
| met4 | 0 | 0.94 | 1.732 | 51 |
| met3 | 5 | 12 | 6.273 | 638 |
| met2 | 83 | 40 | 20.19 | 2186 |
| met1 | 815 | 47 | 19.07 | 2545 |
| li1 | 946 | - | - | - |
-- cells in the final DEF, fill, tap and decap left out --
cell type and n:
sky130_fd_sc_hd__buf_2 65, sky130_fd_sc_hd__buf_12 5, sky130_fd_sc_hd__buf_4 3, sky130_fd_sc_hd__clkbuf_1 2, sky130_fd_sc_hd__clkinv_2 2, sky130_fd_sc_hd__mux2i_1 64, sky130_fd_sc_hd__clkbuf_8 11, sky130_fd_sc_hd__clkdlybuf4s50_1 64
sky130_fd_sc_hd__nor2_1 64, sky130_fd_sc_hd__bufinv_16 1, sky130_fd_sc_hd__dfxtp_2 64
Power and IR drop assume default switching activity.
